**design.v**
```verilog
`timescale 1ns / 1ps
module crc
  (input clk, 
   input reset,
   input clear, 
   input [7:0] data,
   input calc,
   output [31:0] crc_out,
   output match);
   function[31:0]  NextCRC;
      input[7:0]      D;
      input[31:0]     C;
      reg[31:0]       NewCRC;
      begin
	 NewCRC[0]   = C[24]^C[30]^D[1]^D[7];
	 NewCRC[1]   = C[25]^C[31]^D[0]^D[6]^C[24]^C[30]^D[1]^D[7];
	 NewCRC[2]   = C[26]^D[5]^C[25]^C[31]^D[0]^D[6]^C[24]^C[30]^D[1]^D[7];
	 NewCRC[3]   = C[27]^D[4]^C[26]^D[5]^C[25]^C[31]^D[0]^D[6];
	 NewCRC[4]   = C[28]^D[3]^C[27]^D[4]^C[26]^D[5]^C[24]^C[30]^D[1]^D[7];
	 NewCRC[5]   = C[29]^D[2]^C[28]^D[3]^C[27]^D[4]^C[25]^C[31]^D[0]^D[6]^C[24]^C[30]^D[1]^D[7];
	 NewCRC[6]   = C[30]^D[1]^C[29]^D[2]^C[28]^D[3]^C[26]^D[5]^C[25]^C[31]^D[0]^D[6];
	 NewCRC[7]   = C[31]^D[0]^C[29]^D[2]^C[27]^D[4]^C[26]^D[5]^C[24]^D[7];
	 NewCRC[8]   = C[0]^C[28]^D[3]^C[27]^D[4]^C[25]^D[6]^C[24]^D[7];
	 NewCRC[9]   = C[1]^C[29]^D[2]^C[28]^D[3]^C[26]^D[5]^C[25]^D[6];
	 NewCRC[10]  = C[2]^C[29]^D[2]^C[27]^D[4]^C[26]^D[5]^C[24]^D[7];
	 NewCRC[11]  = C[3]^C[28]^D[3]^C[27]^D[4]^C[25]^D[6]^C[24]^D[7];
	 NewCRC[12]  = C[4]^C[29]^D[2]^C[28]^D[3]^C[26]^D[5]^C[25]^D[6]^C[24]^C[30]^D[1]^D[7];
	 NewCRC[13]  = C[5]^C[30]^D[1]^C[29]^D[2]^C[27]^D[4]^C[26]^D[5]^C[25]^C[31]^D[0]^D[6];
	 NewCRC[14]  = C[6]^C[31]^D[0]^C[30]^D[1]^C[28]^D[3]^C[27]^D[4]^C[26]^D[5];
	 NewCRC[15]  = C[7]^C[31]^D[0]^C[29]^D[2]^C[28]^D[3]^C[27]^D[4];
	 NewCRC[16]  = C[8]^C[29]^D[2]^C[28]^D[3]^C[24]^D[7];
	 NewCRC[17]  = C[9]^C[30]^D[1]^C[29]^D[2]^C[25]^D[6];
	 NewCRC[18]  = C[10]^C[31]^D[0]^C[30]^D[1]^C[26]^D[5];
	 NewCRC[19]  = C[11]^C[31]^D[0]^C[27]^D[4];
	 NewCRC[20]  = C[12]^C[28]^D[3];
	 NewCRC[21]  = C[13]^C[29]^D[2];
	 NewCRC[22]  = C[14]^C[24]^D[7];
	 NewCRC[23]  = C[15]^C[25]^D[6]^C[24]^C[30]^D[1]^D[7];
	 NewCRC[24]  = C[16]^C[26]^D[5]^C[25]^C[31]^D[0]^D[6];
	 NewCRC[25]  = C[17]^C[27]^D[4]^C[26]^D[5];
	 NewCRC[26]  = C[18]^C[28]^D[3]^C[27]^D[4]^C[24]^C[30]^D[1]^D[7];
	 NewCRC[27]  = C[19]^C[29]^D[2]^C[28]^D[3]^C[25]^C[31]^D[0]^D[6];
	 NewCRC[28]  = C[20]^C[30]^D[1]^C[29]^D[2]^C[26]^D[5];
	 NewCRC[29]  = C[21]^C[31]^D[0]^C[30]^D[1]^C[27]^D[4];
	 NewCRC[30]  = C[22]^C[31]^D[0]^C[28]^D[3];
	 NewCRC[31]  = C[23]^C[29]^D[2];
	 NextCRC     = NewCRC;
      end
   endfunction
   reg [31:0] crc_reg;
   always @ (posedge clk)
     if (reset | clear)
       crc_reg 	    <= 32'hffffffff;
     else if (calc)
       crc_reg 	    <= NextCRC(data,crc_reg);
   assign crc_out    = ~{crc_reg[24],crc_reg[25],crc_reg[26],crc_reg[27],crc_reg[28],crc_reg[29],crc_reg[30],crc_reg[31],
		      crc_reg[16],crc_reg[17],crc_reg[18],crc_reg[19],crc_reg[20],crc_reg[21],crc_reg[22],crc_reg[23],
		      crc_reg[8],crc_reg[9],crc_reg[10],crc_reg[11],crc_reg[12],crc_reg[13],crc_reg[14],crc_reg[15],
		      crc_reg[0],crc_reg[1],crc_reg[2],crc_reg[3],crc_reg[4],crc_reg[5],crc_reg[6],crc_reg[7] };
   assign match  = (crc_reg == 32'hc704_dd7b);
endmodule
`timescale 1ns / 1ps
module simple_gemac_tx
  (input clk125, input reset,
   output GMII_GTX_CLK, output reg GMII_TX_EN, output reg GMII_TX_ER, output reg [7:0] GMII_TXD,
   output tx_clk, input [7:0] tx_data, input tx_valid, input tx_error, output tx_ack,
   input [7:0] ifg, input [47:0] mac_addr,
   input pause_req, input [15:0] pause_time,
   input pause_apply, output reg paused,
	output [7:0] debug
   );
   reg tx_en_pre, tx_er_pre;
   reg [7:0] txd_pre;
   assign GMII_GTX_CLK 	= clk125;
   assign tx_clk 	= clk125;
	(* fsm_encoding = "user" *)
   reg [7:0] tx_state;
   reg [7:0] ifg_ctr;
   reg [15:0] frame_len_ctr;
   reg [7:0] pause_ctr, pause_dat;
   wire in_ifg 		     = (ifg_ctr != 0);
   wire [31:0] crc_out;
   localparam TX_IDLE 	     = 0;
   localparam TX_PREAMBLE    = 1;
   localparam TX_SOF_DEL     = TX_PREAMBLE + 7;  
   localparam TX_FIRSTBYTE   = TX_SOF_DEL + 1;  
   localparam TX_IN_FRAME    = TX_FIRSTBYTE + 1;  
   localparam TX_IN_FRAME_2  = TX_IN_FRAME + 1;  
   localparam TX_PAD 	     = TX_IN_FRAME_2 + 1;  
   localparam TX_CRC_0 	     = 16;
   localparam TX_CRC_1 	     = TX_CRC_0 + 1;  
   localparam TX_CRC_2 	     = TX_CRC_0 + 2;  
   localparam TX_CRC_3 	     = TX_CRC_0 + 3;  
   localparam TX_ERROR 	     = 32;
   localparam TX_PAUSE 	     = 55;
   localparam TX_PAUSE_SOF   = TX_PAUSE + 7;  
   localparam TX_PAUSE_FIRST = TX_PAUSE_SOF + 1;  
   localparam TX_PAUSE_END   = TX_PAUSE_SOF + 18;  
   localparam MIN_FRAME_LEN  = 64 + 8 - 4;  
   localparam MAX_FRAME_LEN  = 8192;        
   always @(posedge tx_clk)
     if(reset |(tx_state == TX_IDLE))
       frame_len_ctr 	    <= 0;
     else
       frame_len_ctr 	    <= frame_len_ctr + 1'b1;
   reg send_pause;
   reg [15:0] pause_time_held;
   always @(posedge tx_clk)
     if(reset)
       send_pause      <= 1'b0;
     else if(pause_req)
       send_pause      <= 1'b1;
     else if(tx_state == TX_PAUSE)
       send_pause      <= 1'b0;
   always @(posedge tx_clk)
     if(pause_req)
       pause_time_held <= pause_time;
   always @(posedge tx_clk)
     if(reset)
       tx_state        <= TX_IDLE;
     else 
       case(tx_state)
	 TX_IDLE :
	   if(~in_ifg)
	     if(send_pause)
	       tx_state <= TX_PAUSE;
	     else if(tx_valid & ~pause_apply)
	       tx_state <= TX_PREAMBLE;
	 TX_FIRSTBYTE :
	   if(tx_error)
	     tx_state <= TX_ERROR;    
	   else if(~tx_valid)
	     tx_state <= TX_PAD;
	   else
	     tx_state <= TX_IN_FRAME;
	 TX_IN_FRAME :
	   if(tx_error)
	     tx_state <= TX_ERROR;    
	   else if(~tx_valid)
	     tx_state <= TX_PAD;
	   else if(frame_len_ctr == MIN_FRAME_LEN - 1)
	     tx_state <= TX_IN_FRAME_2;
	 TX_IN_FRAME_2 :
	   if(tx_error)
	     tx_state <= TX_ERROR;    
	   else if(~tx_valid)
	     tx_state <= TX_CRC_0;
	 TX_PAD :
	   if(frame_len_ctr == MIN_FRAME_LEN)
	     tx_state <= TX_CRC_0;
	 TX_CRC_3 :
	   tx_state <= TX_IDLE;
	 TX_ERROR :
	   tx_state <= TX_IDLE;
	 TX_PAUSE_END :
	   tx_state <= TX_PAD;
	 default :
	   tx_state <= tx_state + 1'b1;
       endcase  
   always @(posedge tx_clk)
     if(reset)
       begin
	  tx_en_pre <= 0;
	  tx_er_pre <= 0;
	  txd_pre   <= 0;
       end
     else
       casex(tx_state)
	 TX_IDLE :
	   begin
	      tx_en_pre <= 0;
	      tx_er_pre <= 0;
	      txd_pre <= 0;
	   end
	 TX_PREAMBLE, TX_PAUSE :
	   begin
	      txd_pre 	 <= 8'h55;
	      tx_en_pre <= 1;
	   end
	 TX_SOF_DEL, TX_PAUSE_SOF :
	   txd_pre <= 8'hD5;
	 TX_FIRSTBYTE, TX_IN_FRAME, TX_IN_FRAME_2 :
	   txd_pre <= tx_valid ? tx_data : 1'b0;
	 TX_ERROR :
	   begin
	      tx_er_pre <= 1;
	      txd_pre 	 <= 0;
	   end
	 TX_CRC_3 :
	   tx_en_pre <= 0;
	 TX_PAD :
	   txd_pre <= 0;
	 TX_PAUSE_FIRST, 8'b01xx_xxxx :   
	   txd_pre <= pause_dat;
       endcase  
   localparam SGE_FLOW_CTRL_ADDR  = 48'h01_80_C2_00_00_01;
   always @(posedge tx_clk)
     case(tx_state)
       TX_PAUSE_SOF :
	 pause_dat    <= SGE_FLOW_CTRL_ADDR[47:40];   
       TX_PAUSE_SOF + 1:
	 pause_dat    <= SGE_FLOW_CTRL_ADDR[39:32];
       TX_PAUSE_SOF + 2:
	 pause_dat    <= SGE_FLOW_CTRL_ADDR[31:24];
       TX_PAUSE_SOF + 3:
	 pause_dat    <= SGE_FLOW_CTRL_ADDR[23:16];
       TX_PAUSE_SOF + 4:
	 pause_dat    <= SGE_FLOW_CTRL_ADDR[15:8];
       TX_PAUSE_SOF + 5:
	 pause_dat    <= SGE_FLOW_CTRL_ADDR[7:0];
       TX_PAUSE_SOF + 6:
	 pause_dat    <= mac_addr[47:40];
       TX_PAUSE_SOF + 7:
	 pause_dat    <= mac_addr[39:32];
       TX_PAUSE_SOF + 8:
	 pause_dat    <= mac_addr[31:24];
       TX_PAUSE_SOF + 9:
	 pause_dat    <= mac_addr[23:16];
       TX_PAUSE_SOF + 10:
	 pause_dat    <= mac_addr[15:8];
       TX_PAUSE_SOF + 11:
	 pause_dat <= mac_addr[7:0];
       TX_PAUSE_SOF + 12:
	 pause_dat <= 8'h88;    
       TX_PAUSE_SOF + 13:
	 pause_dat <= 8'h08;
       TX_PAUSE_SOF + 14:
	 pause_dat <= 8'h00;    
       TX_PAUSE_SOF + 15:
	 pause_dat <= 8'h01;
       TX_PAUSE_SOF + 16:
	 pause_dat <= pause_time_held[15:8];
       TX_PAUSE_SOF + 17:
	 pause_dat <= pause_time_held[7:0];
     endcase  
   wire start_ifg   = (tx_state == TX_CRC_3);
   always @(posedge tx_clk)
     if(reset)
       ifg_ctr 	   <= 100;
     else if(start_ifg)
       ifg_ctr 	   <= ifg;
     else if(ifg_ctr != 0)
       ifg_ctr 	   <= ifg_ctr - 1'b1;
   wire clear_crc   = (tx_state == TX_IDLE);
   wire calc_crc    = 
	(tx_state==TX_IN_FRAME) |
	(tx_state==TX_IN_FRAME_2) |
	(tx_state==TX_PAD) |
	(tx_state[6]);
   crc crc(.clk(tx_clk), .reset(reset), .clear(clear_crc),
	    .data(txd_pre), .calc(calc_crc), .crc_out(crc_out));
   assign tx_ack    = (tx_state == TX_FIRSTBYTE);
   always @(posedge tx_clk) 
     begin
	GMII_TX_EN <= tx_en_pre;
	GMII_TX_ER <= tx_er_pre;
	case(tx_state)
	  TX_CRC_0 :
	    GMII_TXD <= crc_out[31:24];
	  TX_CRC_1 :
	    GMII_TXD <= crc_out[23:16];
	  TX_CRC_2 :
	    GMII_TXD <= crc_out[15:8];
	  TX_CRC_3 :
	    GMII_TXD <= crc_out[7:0];
	  default :
	    GMII_TXD <= txd_pre;
	endcase  
     end
   always @(posedge tx_clk)
     if(reset)
       paused 	     <= 0;
     else if(~pause_apply)
       paused 	     <= 0;
     else if(tx_state == TX_IDLE)
       paused 	     <= 1;
	assign debug = tx_state;
endmodule  
```
**run.sh**
```bash
#!/bin/bash
# OpenROAD 26Q1-2900-gdf79404cd8, Yosys 0.63+post, stock flow scripts
make -C /OpenROAD-flow-scripts/flow DESIGN_CONFIG=/design/flow/config.mk WORK_HOME=/design/flow/orfs finish
```
**config.mk**
```make
export PLATFORM = sky130hd
export DESIGN_NAME = simple_gemac_tx
export DESIGN_NICKNAME = simple_gemac_tx
export VERILOG_FILES = /design/flow/design.v
export SDC_FILE = /design/flow/constraint.sdc
export NUM_CORES = 4
export LEC_CHECK = 1
export CORE_UTILIZATION = 50
```
**constraint.sdc**
```tcl
current_design simple_gemac_tx

set clk_period 7.1
set clk_io_pct 0.2

create_clock -name clk0 -period $clk_period [get_ports {clk125}]

set non_clock_inputs [all_inputs -no_clocks]
set_input_delay [expr $clk_period * $clk_io_pct] -clock clk0 $non_clock_inputs
set_output_delay [expr $clk_period * $clk_io_pct] -clock clk0 [all_outputs]
```
==> flow_summary.ini <==
; flow metrics
[logic_synthesis]
ys_seq_share = 0.415
yosys.stat.chipArea_sq_um = 5890
yosys_warnings = 3
ff_type = sky130_fd_sc_hd__dfxtp_1
synth.lib_cells_used.distinct = 61
most_common_cell = sky130_fd_sc_hd__dfxtp_1
post_synth_main_area_contributors = sky130_fd_sc_hd__dfxtp_1 (29%), sky130_fd_sc_hd__edfxtp_1 (12%), sky130_fd_sc_hd__xnor2_1 (7.9%)
synth-cells-yosys = 661
yosys.area.top_type = sky130_fd_sc_hd__dfxtp_1
asyncSetResetFlopFracSynth = 0
mappedNetlistArea_sq_um = 5890
yosys-top-cells-count = sky130_fd_sc_hd__dfxtp_1 (86), sky130_fd_sc_hd__nor2_1 (72), sky130_fd_sc_hd__xnor2_1 (53), sky130_fd_sc_hd__a21oi_1 (49), sky130_fd_sc_hd__nand2_1 (47)
edf_count = 24
avgSynthCellArea_sq_um = 8.91
ys_seq_elements = 110
post-synth-top-area-fraction = 0.292
postSynthCellCount = 661

[job]
cap_viol_max_count = 0
warnings = 33

[finish]
largest_reg_flops = 32
layout.filler_cells = 933
final_layout_size_suffix_gt1_frac = 0.0581
syn2layout_area_growth_pct = 25.8

[worst_setup_path]
r2r_start = tx_state[2]
critical_path.max_fanout = 2
reg2reg_slack_ps = 4030
crit_path_start_kind = clock port
reg2regPathDepth = 6
timing_worst_setup_path_type = clock port to output port
critPathCaptureType = output port
r2r-end = tx_state[5]
critPathArrivalTime_ps = 4190
cp.required_ps = 5680

[final_timing]
slew-limit-headroom = 0.411
setup-tns-final_ps = 0
worst_max_slew_pin_slew_ps = 882
final.setup_skew_ps = 7.18
setup_viol = 0
max_slew_violation_count = 0
layout_setup_ws_ps = 1490
finalHoldViolCount = 0
rsz0062_at_grt = false

[clock_network]
cts.repair_timing.setup_buffer_count = 0
clkSlewWorstSetupHoldPaths_ps = 70
clock_latency_ps = 460
cts_tree = done
holdBufCountCts = 0
post_cts_resized = 0

[pwr]
cellLeakagePower_nw = 2.59
powerDensity_nw_per_um2 = 325
irDropWorstVdd_mv = 0.329

[routing]
wl_per_cell_um = 16.9
dr.first_iter.drc_count = 420
drt_first_pass_iters = 5
detail_route.wirelength_mm = 15.2
vias = 5174
detail_route.antenna_diodes = 0
vias_per_cell = 5.75
detail-route-antenna-nets = 0
drc = 0

[run_status]
status = complete, no violations

[place]
hpwl_mm = 11.1
numPortBuffers = 107
routability_congestion_estimate_from_global_placement = 0.883
dp_worst_setup_slack_ps = 1760

[floorplan]
core_region_area_sq_um = 11500
die_width_um = 111
design.portCount = 108
die-area_sq_um = 12200
rows = 39
effective_utilization_at_floorplan = 0.513
die_height_um = 111

[min_path]
hold_path_origin = tx_en_pre
worst_hold_path_type = flop to flop
min_to = GMII_TX_EN
hold_path_depth = 0

[global_route]
grt_use_total = 0.265
globalRoute.totalOverflow = 0
grt_max_degree = 51
first_pass_grt_wire_length_mm = 25.3
grt_antenna_before_repair = 0
grt_pass1_vias = 5050
[layer usage]
layer	wire length, um	GRT usage
met2	7040	0.410
met1	6930	0.395
met5	0	0
met4	268	0.0409
met3	994	0.0716
[final cells by class]
cell class,instances,area [sq um],share of cell area
well taps,143,179,0.0242
multi-input cells,494,3210,0.434
clock buffers,15,345,0.0466
inverters,18,67.6,0.00912
clock inverters,7,46.3,0.00625
flip-flops and latches,110,2440,0.330
repair buffers,113,1110,0.150
[worst max-delay path by stage]
stage | startpoint | to | slack [ps] | cells after the start
final | clk125 | tx_clk | 1490 | 3
after CTS | clk125 | tx_clk | 1480 | 3
after global routing | clk125 | tx_clk | 1460 | 3
[metrics by stage]
step / hold WS [ps] / power [mW] / utilization / std cells / area, sq um
detailed placement: 350 / 1.83 / 0.613 / 880 / 7030
global placement: 340 / 1.83 / 0.613 / 880 / 7030
global route: 371 / 2.57 / 0.646 / 900 / 7400
floorplan: 331 / 1.53 / - / 661 / 5890
finish: 365 / 2.40 / 0.646 / 900 / 7400
CTS: 361 / 2.42 / 0.646 / 900 / 7400
[placed cells by master (no fill, tap or decap), types with 7 or more instances in the layout]
cell / instances
sky130_fd_sc_hd__clkdlybuf4s50_1: 107
sky130_fd_sc_hd__dfxtp_1: 86
sky130_fd_sc_hd__nor2_1: 72
sky130_fd_sc_hd__xnor2_1: 53
sky130_fd_sc_hd__a21oi_1: 49
sky130_fd_sc_hd__nand2_1: 47
sky130_fd_sc_hd__xor2_1: 36
sky130_fd_sc_hd__o21ai_0: 31
sky130_fd_sc_hd__nand3_1: 24
sky130_fd_sc_hd__edfxtp_1: 24
sky130_fd_sc_hd__inv_1: 18
sky130_fd_sc_hd__o22ai_1: 18
sky130_fd_sc_hd__o211ai_1: 18
sky130_fd_sc_hd__nor3_1: 18
sky130_fd_sc_hd__a22oi_1: 13
sky130_fd_sc_hd__clkbuf_16: 13
sky130_fd_sc_hd__a222oi_1: 8
sky130_fd_sc_hd__ha_1: 8
sky130_fd_sc_hd__buf_4: 8
sky130_fd_sc_hd__nand4_1: 7
[cells by family after synthesis]
family,synth area share
multiplexers,0.0104
AND-OR/OR-AND,0.186
adder cells (fa/ha/maj),0.0170
XOR/XNOR,0.138
AND/OR/NAND/NOR,0.191
buffers and inverters,0.0427
flip-flops,0.415
[worst max-delay path, cell delays in order]
cell	delay (ps)
sky130_fd_sc_hd__clkbuf_16	130
sky130_fd_sc_hd__clkbuf_16	130
sky130_fd_sc_hd__clkdlybuf4s50_1	390
[power breakdown]
part	total [mW]	switching [mW]	leakage (nW)	internal, mW
registers	0.788	0.0743	0.933	0.714
clock network	0.600	0.248	0.188	0.352
logic	1.02	0.563	1.47	0.453
Power figures rest on the tool's default switching activity, not on a simulated workload.

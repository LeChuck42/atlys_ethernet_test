## design/flow/design.v

```verilog
`timescale 1ns / 1ps
module ip_header_checksum(
	input clk,
	output wire [15:0] checksum,
	input wire [31:0] header,
	input wire enab,
	input wire reset
    );
	reg [31:0] checksum_int;
	always @(posedge clk)
	if (reset) begin
		checksum_int <= 0;
	end
	else
		if (enab)
		begin
			checksum_int <= checksum_int + header[15:0] + header[31:16];
		end
	assign checksum = ~(checksum_int[31:16] + checksum_int[15:0]);
endmodule
`timescale 1ns / 1ps
module packet_sender(
	input clk,
	input reset,
	output reg [3:0] wr_flags_o,
	output reg [31:0] wr_data_o,
	output reg wr_src_rdy_o,
	input wr_dst_rdy_i,
	input [31:0] pri_fifo_d,
	input [8:0] pri_packet_size_i,
	input pri_fifo_req,
	output reg pri_fifo_rd,
	input [31:0] sec_fifo_d,
	input [8:0] sec_packet_size_i,
	input sec_fifo_req,
	output reg sec_fifo_rd
    );
	localparam IP_IDENTIFICATION = 16'haabb;
	localparam IP_FRAG = 13'd0;
	parameter SRC_PORT = 16'h1234;
	parameter DST_PORT = 16'h1234;
	parameter SRC_MAC = 48'h0037_ffff_3737;
	parameter DST_MAC = 48'h0090_F5DE_6431; 
	parameter DST_IP = 32'ha9fe_a299;
	parameter SRC_IP = 32'ha9fe_4d01;
	wire [15:0] header_checksum;
	reg [31:0] header_checksum_input;
	reg enab_checksum;
	reg header_checksum_reset;
	ip_header_checksum ip_header_checksum ( .clk(clk), .checksum(header_checksum), .header(header_checksum_input), .enab(enab_checksum), .reset(header_checksum_reset));
	(* fsm_encoding = "user" *) 
	reg [3:0] state = 0;
	reg pri_data_source;
	wire [15:0] packet_length_udp, packet_length_ip;
	assign packet_length_udp = {5'b00000, packet_size_count[8:0], 2'b00} + 4'b1010;
	assign packet_length_ip = {5'b00000, packet_size_count[8:0], 2'b00} + 5'b11110;  
	reg [8:0] packet_size_count = 0;
	wire [31:0] header_1, header_2, header_3, header_4, header_5;
	assign header_1 = {16'h4500, packet_length_ip};
	assign header_2 = {IP_IDENTIFICATION[15:0], 3'b000, IP_FRAG[12:0]};  
	assign header_3 = {16'h4011, 16'h0000};  
	assign header_4 = SRC_IP;
	assign header_5 = DST_IP;
	reg pri_fifo_req_latch, sec_fifo_req_latch;
	always @(posedge clk) begin
		if (reset) begin
			state <= 0;
			wr_flags_o <= 0;
			wr_src_rdy_o <= 0;
			header_checksum_reset <= 1;
			packet_size_count <= 0;
			enab_checksum <= 0;
			pri_data_source <= 0;
			pri_fifo_req_latch <= 0;
			sec_fifo_req_latch <= 0;
			pri_fifo_rd <= 0;
			sec_fifo_rd <= 0;
		end else begin
			enab_checksum <= 0;
			pri_fifo_rd <= 0;
			sec_fifo_rd <= 0;
			if (pri_fifo_req == 1)
				pri_fifo_req_latch <= 1;
			if (sec_fifo_req == 1)
				sec_fifo_req_latch <= 1;
			case(state)
			0: if (pri_fifo_req | sec_fifo_req | pri_fifo_req_latch | sec_fifo_req_latch) begin
					if (pri_fifo_req | pri_fifo_req_latch) begin 
						pri_data_source <= 1;
						packet_size_count <= pri_packet_size_i;
						pri_fifo_req_latch <= 0;
					end else begin
						pri_data_source <= 0;
						packet_size_count <= sec_packet_size_i;
						sec_fifo_req_latch <= 0;
					end
					start_packet();
					transmit_header(DST_MAC[47:16]);
				end
			1: begin
					header_checksum_reset <= 0;
					header_checksum_input <= header_1;
					wr_flags_o <= 4'b0000;  
					transmit_header_cs({DST_MAC[15:0], SRC_MAC[47:32]});
				end
			2: begin
					header_checksum_input <= header_2;
					transmit_header_cs(SRC_MAC[31:0]);
				end
			3: begin
					header_checksum_input <= header_3;
					transmit_header_cs({16'h0800, header_1[31:16]});  
				end
			4: begin
					header_checksum_input <= header_4;
					transmit_header_cs({header_1[15:0], header_2[31:16]});
				end
			5: begin
					header_checksum_input <= header_5;
					transmit_header_cs({header_2[15:0], header_3[31:16]});
				end	
			6: transmit_header({header_checksum, header_4[31:16]});  
			7: transmit_header({header_4[15:0], header_5[31:16]});
			8: transmit_header({header_5[15:0], SRC_PORT});
			9: transmit_header({DST_PORT, packet_length_udp});
			10: if (wr_dst_rdy_i) begin
					wr_data_o <= 32'h0000_4142;   
					state <= state + 1'b1;
					if (pri_data_source)
						pri_fifo_rd <= 1;
					else
						sec_fifo_rd <= 1;
				 end
			11:
				if (wr_dst_rdy_i) begin
					if (pri_data_source)
						wr_data_o <= pri_fifo_d;
					else
						wr_data_o <= sec_fifo_d;
					packet_size_count <= packet_size_count - 1'b1;
					if (packet_size_count == 0) begin  
						state <= state + 1'b1;
						wr_flags_o <= 4'b0010;  
					end
				end
			12:
				if (wr_dst_rdy_i) begin
					wr_src_rdy_o <= 0;
					wr_flags_o <= 0;
					header_checksum_reset <= 1;
					state <= 0;
				end
			endcase
		end  
	end  
	task start_packet;
	begin
		wr_src_rdy_o <= 1;	
		wr_flags_o <= 4'b0001;  
	end
	endtask
	task transmit_header_cs;
		input [31:0] header;
	begin
		if (wr_dst_rdy_i) begin
			wr_data_o <= header;
			state <= state + 1'b1;
			enab_checksum <= 1;
		end
	end
	endtask
	task transmit_header;
		input [31:0] header;
	begin
		if (wr_dst_rdy_i) begin
			wr_data_o <= header;
			state <= state + 1'b1;
		end
	end
	endtask
endmodule
```

## design/flow/run.sh

```bash
#!/bin/bash
# OpenROAD 26Q1-2900-gdf79404cd8, Yosys 0.63+post, stock flow scripts
make -C /OpenROAD-flow-scripts/flow DESIGN_CONFIG=/design/flow/config.mk WORK_HOME=/design/flow/orfs finish
```

## design/flow/config.mk

```make
export PLATFORM = sky130hd
export DESIGN_NAME = packet_sender
export DESIGN_NICKNAME = packet_sender
export VERILOG_FILES = /design/flow/design.v
export SDC_FILE = /design/flow/constraint.sdc
export NUM_CORES = 4
export LEC_CHECK = 1
export CORE_UTILIZATION = 30
```

## design/flow/constraint.sdc

```tcl
current_design packet_sender

set clk_period 11.5
set clk_io_pct 0.2

create_clock -name clk0 -period $clk_period [get_ports {clk}]

set non_clock_inputs [all_inputs -no_clocks]
set_input_delay [expr $clk_period * $clk_io_pct] -clock clk0 $non_clock_inputs
set_output_delay [expr $clk_period * $clk_io_pct] -clock clk0 [all_outputs]
```

==> job_summary.md <==
### Metrics collected by this job

| Metric | Value |
|---|---|
| Hold Crit Class | reg -> reg |
| Max Clk Rate | 255 MHz |
| Final-layout fill cell count | 2,444 |
| Via density | 5.23 |
| Count of library flops with an enable pin | 52 |
| Pin count of the biggest net entering global routing | 45 |
| Max-cap check violation count | 0 |
| Element type at the critical path start | flop |
| Total die area | 0.0255 mm^2 |
| Area delta synth->final | 24.6% |
| CP max stage cell | a31oi_2 |
| Die Wd | 160 um |
| CTS tree | yes |
| PwrDens | 122 mW/mm^2 |
| YS warnings | 3 |
| Mapped Avg Cell Area | 8.92 um^2 |
| CTS Hold Bufs | 0 |
| Cells in synth_stat.txt | 838 |
| Post-cts sizing count | 0 |
| CP max FO | 18 |
| Vias | 6,620 |
| Top cells excl fill/tap | clkdlybuf4s50_1, nor2_1, nand2_1, dfxtp_1, edfxtp_1 |
| Hold slack | 0.514 ns |
| Clock sink count | 107 |
| Unique cell types | 66 |
| Pre-antenna DRT Iters | 7 |
| CP required | 11.74 ns |
| Cycle use final | 34.2% |
| GRT overflow | 0 |
| Crit-path cells | fa_1, ha_1, fa_1, a21oi_1, o21ai_0, a21oi_1, a21oi_1, a31oi_2, or3_1, nand3_1 |
| Power Total | 1.13 mW |
| Post-synthesis cell area | 0.00747 mm^2 |
| Iter 0 DRT Violations | 657 |
| FP Util | 30.6% |
| Flop area | 0.00266 mm^2 |
| Commonest flop | dfxtp_1 |
| RSZ-0062 raised after global routing | false |
| Slew HR | 33.7% |
| Status | finished, final reports clean |
| Ys async rst share | 0% |
| GRT Total Usage | 18.1% |
| Share of layout cells above drive strength 1 | 5.52% |
| Post-CTS setup buffers | 0 |
| Pre-CTS setup slack | 7.30 ns |
| Register share after synthesis | 35.6% |
| Dpl hpwl | 16,900 um |
| Post-route cell area | 0.00931 mm^2 |
| CTS Buf Count | 9 |
| Post-Syn Instances | 838 |
| # rows | 57 |
| Final Max Slew Viols | 0 |
| First-pass GRT wire length | 35,300 um |
| Log Warnings | 31 |
| Clock transition at path regs | 0.08 ns |
| Antenna diodes | 0 |
| Clk root buf | clkbuf_16 |
| Logic area | 0.00448 mm^2 |
| Placed Area | 0.00901 mm^2 |
| Worst Clk Skew | 0.0161 ns |
| Initial antenna violation count | 0 |
| GP Congestion | 0.916 |
| Slowest cell delay on critical path | 0.86 ns |
| Number of global-route vias before repair | 6,438 |
| DRC Markers | 0 |
| Routed WL | 21,900 um |
| Synth flops | 107 |
| Hold path depth | 2 |
| Hold Fails Final Rpt | 0 |
| CTS H-tree depth | 3 |
| Worst setup margin | 7.57 ns |
| Core area | 0.0244 mm^2 |
| Worst-margin pin slew | 0.991 ns |
| Num ports | 126 |
| Crit path kind | reg -> reg |
| Final Setup Violations | 0 |
| Yosys synthesis chip area | 0.00747 mm^2 |
| Later-pin clock latency in the skew report | 0.36 ns |
| WL per Instance | 17.3 um |
| Maximum root-to-sink buffer count | 2 |
| Final TNS setup | 0 ns |
| Die Ht | 160 um |
| ANT nets after route | 0 |
| Cells on worst reg2reg path | 10 |
| Static Leakage | 3.47 nW |
| Tmin final | 3.93 ns |
| Most common cell on crit path | a21oi_1 |
| Top cell excl fill/tap | clkdlybuf4s50_1 |
| Endpoint type of the worst setup path | flop |
| Port Buffer Count | 123 |
| Largest vdd supply drop | 0.0802 mV |
| Critical Path AT | 4.17 ns |
[layout make-up]
class | count | area share [%]
clock inverters | 5 | 0.444
multi-input cells | 646 | 48.1
clock buffers | 11 | 2.73
flip-flops and latches | 107 | 28.6
inverters | 38 | 1.53
well taps | 324 | 4.36
repair buffers | 135 | 14.2
[synth_stat cells (all sizes together), types with 4 or more instances]
master  instances  area share [%]
o21a            5            0.60
o21ai          51             3.4
o221ai         16             1.9
and3           12             1.0
xor2           13             1.5
a31oi           9            0.84
o22ai           5            0.42
nand2          76             3.8
mux2i          39             5.2
nand4           9            0.75
clkbuf         33             1.7
xnor2          26             3.0
fa             17             4.6
nor3           25             1.7
a211oi         19             2.0
nor2b          12             1.0
dfxtp          55              15
edfxtp         52              21
a22oi           4            0.40
or3             4            0.33
ha             39             6.5
mux2           12             1.8
a21oi          50             3.3
o211ai         12             1.2
inv            36             1.8
nor4            5            0.50
a32oi           6            0.70
a21o           11             1.1
buf            15             1.1
nand3          35             2.3
or4             5            0.50
nand2b          7            0.59
nor2           84             4.2
[path summary, 6_finish.rpt]
path              slack, ns                             endpoint                      start
hold / removal         0.51                         wr_src_rdy_o               wr_src_rdy_o
hold reg to reg        0.51                         wr_src_rdy_o               wr_src_rdy_o
setup reg to reg       7.57  ip_header_checksum.checksum_int[13]  header_checksum_input[29]
setup / recovery       7.57  ip_header_checksum.checksum_int[13]  header_checksum_input[29]
[flip-flops by register name, indices dropped and copies added, names as in the netlist]
register	flops
state	4
ip_header_checksum.checksum_int	32
pri_data_source	1
header_checksum_input	20
wr_src_rdy_o	1
pri_fifo_req_latch	1
enab_checksum	1
pri_fifo_rd	1
wr_flags_o	2
sec_fifo_req_latch	1
wr_data_o	32
header_checksum_reset	1
sec_fifo_rd	1
packet_size_count	9
[per-layer routing]
| metal | track usage (%) | wire length [um] |
|---|---|---|
| met1 | 26.5 | 9900 |
| met2 | 28.6 | 10300 |
| met3 | 4.87 | 1550 |
| met4 | 1.17 | 176 |
| met5 | 0 | 0 |
[cells by family after synthesis]
group                      synth area share (%)
AOI/OAI and AO/OA                          19.4
xor gates and xnor gates                   4.57
adders and majority gates                  11.1
buffers and inverters                      4.66
DFF                                        35.6
muxes                                      7.03
other                                    0.0502
and+or+nand+nor                            17.5
[per-stage QoR]
step,util [%],std cells
2_1_floorplan,-,839
3_3_place_gp,36.9,1250
3_5_place_dp,36.9,1250
4_1_cts,38.2,1266
5_1_grt,38.2,1266
6_report,38.2,1266
[power breakdown]
part	switching [mW]	leakage, nW	internal, mW
Combinational	0.195	2.42	0.153
Sequential	0.0291	0.916	0.439
Clock	0.151	0.144	0.163
[critical path: cells and delay by family, from the launching register on]
| family | cells | cell delay, ns |
|---|---|---|
| compound gates | 5 | 1.65 |
| flops | 1 | 0.71 |
| simple gates | 2 | 0.28 |
| fa+ha+maj | 3 | 1.15 |
Power figures rest on the tool's default switching activity, not on a simulated workload.
